===== flow/design.v =====
module fifo(
  input wr,rd,clk,
  input [7:0]din,
  output logic full,empty
);
  logic [7:0] mem [15:0];
  logic [4:0] cnt=0;
  assign full =(cnt==16);
  assign empty= (cnt==0);
  always_ff @(posedge clk) begin
    if(wr && !full && !rd) 
      cnt<=cnt+1;;
    if(rd && !empty && !wr) 
      cnt<=cnt-1;
  end
endmodule 

===== flow/run.sh =====
#!/bin/bash
# OpenROAD 26Q1-2900-gdf79404cd8, Yosys 0.63+post, stock flow scripts
make -C /OpenROAD-flow-scripts/flow DESIGN_CONFIG=/design/flow/config.mk WORK_HOME=/design/flow/orfs finish

===== flow/config.mk =====
export PLATFORM = sky130hd
export DESIGN_NAME = fifo
export DESIGN_NICKNAME = fifo
export VERILOG_FILES = /design/flow/design.v
export SDC_FILE = /design/flow/constraint.sdc
export NUM_CORES = 4
export LEC_CHECK = 1
export CORE_AREA = 10 10 70 70
export DIE_AREA = 0 0 80 80

===== flow/constraint.sdc =====
current_design fifo

set clk_period 2.7
set clk_io_pct 0.2

create_clock -name clk0 -period $clk_period [get_ports {clk}]

set non_clock_inputs [all_inputs -no_clocks]
set_input_delay [expr $clk_period * $clk_io_pct] -clock clk0 $non_clock_inputs
set_output_delay [expr $clk_period * $clk_io_pct] -clock clk0 [all_outputs]

==> flow_summary.ini <==
; implementation run metrics
[floorplanning]
die_x_microns = 80
fp-utilization_pct = 10.8
core_sq_um = 3420
die_area_sq_um = 6400
die_y_microns = 80
ios = 13
rows = 21

[global_route]
grt_remaining_overflow = 0
grt.total_usage_pct = 2.19
grt_pass1_wl_microns = 1160
antenna_found_initial = 0
grt_pass1_vias = 263
grt_max_degree = 6

[critical_path]
crit_fanout = 3
reg2reg_from = cnt[0]
worstSetupPathType = in2reg
end_kind = flop
arrival_ns = 2.39
worst-r2r-setup-slack_ns = 0.50
cp.required_ns = 2.69
timing.rr.end = cnt[4]
crit_start = rd
worstRegToRegCells = 8
worstSetupStartpointType = input port

[detailed_routing]
wl_per_cell_microns = 7.06
routed_wl_microns = 600
drt_iter0_markers = 5
via_per_inst = 2.84
insertedDiodeCount = 0
drcViolationCount = 0
vias = 241
ant_nets = 0
firstDrtPassIters = 2

[clocking]
cts_setup_buffers = 0
cts_resized = 0
tritoncts = built
clockBufferDepth = 2
cts_sinks = 5
cts-htree-levels = 1
root_buffer = clkbuf_4
cts_buffers = 3
ctsHoldBuffers = 0
clk_pin_slew_worst_paths_ns = 0.04
clk_latency_ns = 0.24

[yosys]
ys_seq_share_pct = 40.8
synth_cell_types = 18
synth-async-reset-ratio_pct = 0
edf_count = 5
yosys-stat-cells = 30
yosys_area_sq_um = 368
area_leaders = edfxtp_1 (41%), ha_1 (10%), nor4_4 (5.8%)
avgSynthCellArea_sq_um = 12.3
yosys_warnings = 1
common_cells = edfxtp_1 (5), inv_1 (5), ha_1 (3), a21oi_1 (2), xnor2_1 (2)
flop_cell = edfxtp_1
syn_area_sq_um = 368
syn-instance-count = 30
top_area_cell = edfxtp_1
ys_ff = 5
synth_top_area_share_pct = 40.8

[flow_run]
maxCapViolCount = 0
tool_warnings = 33

[sta]
clock_skew_ns = 0.00334
finalHoldViolations = 0
fin_crit_sh_pct = 88.8
rsz0062_at_grt = false
finalMaxSlewViolations = 0
fmax_mhz = 417
fin_crit_ns = 2.40
setup_tns_ns = 0
relSlewSlack_pct = 81.4
setup_viol = 0
worst_slew_pin_slew_ns = 0.279

[power_and_ir_drop]
powerDensity_nw_per_um2 = 656
peakVddDrop_mv = 0.348
p_leak_nw = 0.201

[placed_design]
routabilityCongestion = 0.757
dpl-instance-area_sq_um = 473
io_buffers = 4
dpl.hpwl_microns = 468

[finish]
area_growth_pct = 35.7
final_area_sq_um = 499
fill_cells = 393
regArea_sq_um = 150
largest_registers = cnt x5
largest_reg_flops = 5
logic_area_sq_um = 199
regMostFlops = cnt
layout-drive-gt1-share_pct = 33.3

[worst_hold_path]
whs_path_depth = 1
hp-start = cnt[0]
hp-class = reg2reg
min_to = cnt[0]

[status]
outcome = finished clean
layout by cell type (no fill, tap or decap):
cell type	count
clkbuf_4	3
or2b_2	1
o21ai_2	1
a21oi_1	2
nor3_2	1
nor4_4	1
ha_1	3
nand2b_1	1
a21oi_2	1
a21o_1	1
or2_4	1
xor2_1	1
clkdlybuf4s50_1	4
buf_4	1
fa_1	1
and2_2	1
a21o_2	1
edfxtp_1	5
inv_1	5
and2b_2	1
xnor2_1	2
clkbuf_1	1
metal layers:
metal	track usage, %	vias to the layer above	share of wire, %
met5	0	-	0
met4	0.352	0	0
met3	1.82	0	14
met2	2.57	11	39
met1	2.99	106	47
li1	-	124	-
worst max-delay path: stages:
cell and delay [ns]:
clkdlybuf4s50_1 0.46, or2b_2 0.30, or2_4 0.25, fa_1 0.41, inv_1 0.09, a21o_1 0.11
a21oi_1 0.07, xor2_1 0.16
logic make-up (layout without fill, tap and decap cells):
family	Yosys count	after routing	synth area share, %
compound gates	6	6	11.9
buf+inv	5	14	5.10
flops	5	5	40.8
xor+xnor	3	3	7.14
fa+ha+maj	4	4	15.6
simple gates	7	7	19.4
worst max path at each step:
stage,end,slack (ns),cells past startpoint
after CTS,cnt[4],0.31,8
after global routing,cnt[4],0.23,8
final,cnt[4],0.30,8
area by class of cell:
type | count | share of cell area [%]
Timing Repair Buffer | 5 | 9.52
Clock buffer | 4 | 5.26
Sequential cell | 5 | 30.1
Inverter | 5 | 3.76
Tap cell | 46 | 11.5
Multi-Input combinational cell | 20 | 39.8
per-stage QoR:
| step | util, % | setup slack, ns | cells | hold WS (ns) | total power [mW] |
|---|---|---|---|---|---|
| after floorplan | - | 0.578 | 30 | 0.649 | 0.215 |
| after global placement | 13.8 | 0.0687 | 81 | 0.672 | 0.236 |
| after detailed placement | 13.8 | 0.0436 | 81 | 0.698 | 0.241 |
| after CTS | 14.6 | 0.312 | 85 | 0.709 | 0.332 |
| after global routing | 14.6 | 0.233 | 85 | 0.741 | 0.357 |
| final | 14.6 | 0.301 | 85 | 0.709 | 0.327 |
report_power, final:
group | switching [mW] | internal (mW)
sequential | 0.0226 | 0.118
clock | 0.0314 | 0.0559
combinational | 0.0446 | 0.0549
No activity file was given, so power comes from the tool's default toggle rates.
