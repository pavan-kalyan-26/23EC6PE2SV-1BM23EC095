File: flow/run.sh
#!/bin/bash
# OpenROAD 26Q1-2900-gdf79404cd8, Yosys 0.63+post, stock flow scripts
make -C /OpenROAD-flow-scripts/flow DESIGN_CONFIG=/design/flow/config.mk WORK_HOME=/design/flow/orfs finish
File: flow/config.mk
export PLATFORM = sky130hd
export DESIGN_NAME = dpram
export DESIGN_NICKNAME = dpram
export VERILOG_FILES = /design/flow/design.v
export SDC_FILE = /design/flow/constraint.sdc
export NUM_CORES = 4
export LEC_CHECK = 1
export CORE_UTILIZATION = 30
File: flow/constraint.sdc
current_design dpram

set clk_period 16.1
set clk_io_pct 0.2

create_clock -name clk0 -period $clk_period [get_ports {clk}]

set non_clock_inputs [all_inputs -no_clocks]
set_input_delay [expr $clk_period * $clk_io_pct] -clock clk0 $non_clock_inputs
set_output_delay [expr $clk_period * $clk_io_pct] -clock clk0 [all_outputs]
File: flow/design.v
`timescale 1ns/1ps
module dpram(
  input  logic clk,
  input  logic we,
  input  logic [7:0] addr,
  input  logic [7:0] wdata,
  output logic [7:0] rdata
);
  logic [7:0] mem[256];
  always_ff @(posedge clk) begin
    if (we) mem[addr] <= wdata;
    rdata <= mem[addr];
  end
endmodule
==> impl_metrics.ini <==
; generated from flow reports
[outcome]
status = complete, no violations

[critical_path]
slowest_stage = buf_4
crit_chain = buf_8 -> buf_4 -> buf_4 -> buf_4 -> buf_4 -> mux4_2 -> a22oi_1 -> a21oi_1 -> o41ai_1 -> buf_4 -> nand4_1
crit_buf_inv = 6
path_class = input port to register
critPathMaxStageDelay_ns = 0.64
required_ns = 16.76
critPathLaunchType = input port
cp-end-kind = register
crit_arrival_ns = 7.81
cp_top_family = buffers and inverters
cp_common_cell = buf_4
critPathMaxFanout = 55

[placement]
dp_hpwl_mm = 113
io_buffer_count = 25
place_congestion = 0.864
placed_cells = 7033

[route]
drc = 0
routed_wl_mm = 190
drt_iter0_drc = 2567
drt-pass1-iter-count = 6
drt-vias-per-instance = 4.99
ant_nets = 0
wl_per_cell_um = 25.7
routed-via-count = 37000

[logic_synthesis]
netlist_area_um2 = 78500
ys.flop_type = edfxtp_1
avgSynthCellArea_um2 = 22.1
synth-edff-count = 2048
synth_warnings = 1
ys_ff = 2056
yosys_cells = 3547
ys_types = 22
syn_inst = 3547
async_flop_share_pct = 0
ys_area_um2 = 78500
ys_seq_share_pct = 78.6

[layout]
seq_area_um2 = 61700
stdcell_count = 7412
mostFrequentLayoutCell = edfxtp_1
n_fill_cell = 23700
drive_gt1_share_pct = 25.8
most-common-layout-cells = edfxtp_1, mux4_2, a22oi_1
comb_area_um2 = 15800
syn2layout_area_growth_pct = 14.7

[clock_tree]
htree_num_levels = 4
ctsResizeCount = 0
cts.sinks = 2056
cts_setup_buffers = 0
path_clk_slew_ns = 0.06
clockBufferDepth = 3
clock_latency_ns = 0.82
cts_tree = done
cts_hold_buf = 0
cts_root_buffer = clkbuf_16
cts_buffers = 202

[power]
peakVddDrop_mv = 0.0987
p_leak_nw = 26.9
p_per_area_nw_per_um2 = 122

[run]
max-cap-violations = 0
warnings = 30

[floorplanning]
coreArea_um2 = 260000
die_y_um = 514
ios = 26
die_x_um = 514
chipArea_um2 = 264000
fp_util_pct = 30.2
num_rows = 187

[grt]
grt_usage_pct = 15.6
grt_max_degree = 115
grt_overflow_total = 0
grt_antenna_before_repair = 3
grt_pass1_wl_mm = 280
grt_pass1_vias = 41200

[final_timing]
hold_viol = 0
finalSetupViolations = 0
rsz0062_at_grt = no
max_slew_margin_pct = 28.1
worstMarginPinSlew_ns = 1.07
period_needed_ns = 7.15
maxSlewViolCount = 0
fin_crit_sh_pct = 44.4
finalClockSkew_ns = 0.0354
tns_ns = 0
timing.fmax_mhz = 140

[hold_path]
hold_class = register to register
[worst reg2reg max path, stage by stage, from the launching register on]
cell and delay (ns):
edfxtp_1 0.35, mux4_2 0.47, a22oi_1 0.37, a21oi_1 0.15
o41ai_1 0.99, buf_4 0.27, nand4_1 0.08
[cells in the mapped netlist, types with 13 or more instances]
cell type | instances | area share, %
nor2_1 | 232 | 1.1
nor3_1 | 30 | 0.19
nand3_1 | 13 | 0.083
a22oi_1 | 256 | 2.4
mux4_2 | 512 | 15
buf_6 | 16 | 0.23
o41ai_1 | 32 | 0.36
edfxtp_1 | 2048 | 78
buf_2 | 36 | 0.23
buf_4 | 16 | 0.15
buf_1 | 19 | 0.091
a21oi_1 | 128 | 0.82
clkbuf_1 | 145 | 0.69
nand2_1 | 28 | 0.13
[routing by layer]
metal  vias to the layer above  track usage (%)  wire length, µm
li1                      15500                -                -
met1                     19100             17.5            62500
met2                      2142             24.0            91800
met3                       288             11.5            30100
met4                         2             3.87             5770
met5                         -            0.292              106
[state kept, by name, indices dropped and copies added, names as in the netlist]
register,cells
mem,2048
rdata,8
[power by group]
| group | internal (mW) | total (mW) | switching (mW) |
|---|---|---|---|
| registers | 5.90 | 5.91 | 0.0117 |
| clock network | 2.56 | 4.57 | 2.00 |
| logic | 0.168 | 0.483 | 0.314 |
| total | 8.63 | 11.0 | 2.33 |
[final cells by class]
cell class                 instances  area share (%)
sequential                      2056            68.5
multi-input combinational       1258            17.5
clock buffer                     250            5.81
tap                             3496            4.86
timing repair buffer             222            2.00
clock inverter                   127            1.34
antenna                            2         0.00556
inverter                           1         0.00417
[stage by stage]
| step | utilization, % | setup slack (ns) | hold WS, ns | total power, mW | instance area (µm²) |
|---|---|---|---|---|---|
| floorplan | - | 10.66 | 0.819 | 6.28 | 78500 |
| global placement | 32.2 | 7.93 | 0.979 | 6.51 | 83600 |
| detailed placement | 32.2 | 8.06 | 0.976 | 6.52 | 83600 |
| CTS | 34.6 | 8.91 | 0.983 | 11.1 | 90100 |
| global route | 34.6 | 8.74 | 1.07 | 11.3 | 90100 |
| finish | 34.6 | 8.95 | 0.985 | 11.0 | 90100 |
[cells by family (layout without fill, tap and decap cells)]
logic type / after synthesis / count (layout) / synth area share [%]
flip-flops: 2056 / 2056 / 78.6
buffers and inverters: 233 / 600 / 1.40
other: 0 / 2 / 0
AND-OR/OR-AND: 416 / 416 / 3.62
multiplexers: 512 / 512 / 14.7
AND/OR/NAND/NOR: 330 / 330 / 1.73
[path summary, 6_finish.rpt]
kind | cells after the start | slack [ns] | end | from
worst max register to register | 6 | 13.25 | rdata[7]$_DFF_P_ | mem[47][7]$_DFFE_PP_
worst min register to register | 5 | 0.98 | rdata[1]$_DFF_P_ | mem[235][1]$_DFFE_PP_
worst max-delay path | 11 | 8.95 | rdata[5]$_DFF_P_ | addr[1]
worst min-delay path | 5 | 0.98 | rdata[1]$_DFF_P_ | mem[235][1]$_DFFE_PP_
No activity file was given, so power comes from the tool's default toggle rates.
