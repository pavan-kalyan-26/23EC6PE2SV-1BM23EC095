File: flow/run.sh
#!/bin/bash
# OpenROAD 26Q1-2900-gdf79404cd8, Yosys 0.63+post, stock flow scripts
make -C /OpenROAD-flow-scripts/flow DESIGN_CONFIG=/design/flow/config.mk WORK_HOME=/design/flow/orfs finish
File: flow/config.mk
export PLATFORM = sky130hd
export DESIGN_NAME = fsm
export DESIGN_NICKNAME = fsm
export VERILOG_FILES = /design/flow/design.v
export SDC_FILE = /design/flow/constraint.sdc
export NUM_CORES = 4
export LEC_CHECK = 1
export CORE_AREA = 10 10 70 70
export DIE_AREA = 0 0 80 80
File: flow/constraint.sdc
current_design fsm

set clk_period 1.1
set clk_io_pct 0.2

create_clock -name clk0 -period $clk_period [get_ports {clk}]

set non_clock_inputs [all_inputs -no_clocks]
set_input_delay [expr $clk_period * $clk_io_pct] -clock clk0 $non_clock_inputs
set_output_delay [expr $clk_period * $clk_io_pct] -clock clk0 [all_outputs]
File: flow/design.v
module fsm(
  input logic clk,rst,din,
  output logic out);
  typedef enum {s0,s1,s2} state_t;
  state_t state,nxt;
  always_ff @(posedge clk)begin
    if (rst)
      state<=s0;
    else
      state<=nxt;
  end
  always_ff @(posedge clk) begin
    case(state)
    s0:if (din==1'b1)begin
      nxt<=s1;out<=0;
    end
    else begin
      nxt<= s0;out<=0;
    end
    s1:if (din==1'b0)begin
      nxt<=s2;out<=0;
    end
    else begin
      nxt<= s1;out<=0;
    end
    s2:if (din==1'b1)begin
      nxt<=s1;out<=1;
    end
    else begin
      nxt<= s0;out<=0;
    end
    endcase
  end
endmodule
==> job_summary.md <==
## PnR job results

| Metric | Value |
|---|---|
| Status | `complete, no violations` |
| Post-DP HPWL | `250 µm` |
| Crit path cell chain | `clkdlybuf4s15_1` |
| Total track usage | `1.30%` |
| Yosys cell count | `10` |
| Synth Area per Inst | `16.1 µm²` |
| CP top delay family | `flip-flops` |
| Worst Hold Depth | `1` |
| Seq. cell area | `130 µm²` |
| Endpoints failing hold | `0` |
| Clk latency late pin | `0.24 ns` |
| Met2 GRT Util | `1.20%` |
| Worst path required time | `0.88 ns` |
| Worst flop-to-flop path endpoint | `out` |
| Die height | `80 µm` |
| Buffers and inverters on the worst path | `1` |
| Routed vias | `100` |
| Comb area | `31.3 µm²` |
| Antenna-violating nets left | `0` |
| CTS root buffer | `clkbuf_4` |
| YS warnings | `1` |
| Clock share of power | `47.9%` |
| Fp util | `4.73%` |
| First-pass GRT wire length | `607 µm` |
| Fmax | `0.987 GHz` |
| Worst Reg2Reg Path Length in Cells | `1` |
| Htree depth | `1` |
| Core Rows | `21` |
| CP startpoint kind | `flip-flop` |
| WHS Endpoint | `state[0]` |
| Crit. End Element | `output port` |
| Worst-Margin Slew | `0.137 ns` |
| Worst path max stage delay | `0.36 ns` |
| Setup bufs post-CTS | `0` |
| Grt met3 use | `1.59%` |
| Worst EP arrival | `0.79 ns` |
| VDD IR-drop max | `0.531 mV` |
| Cell Area, Synth | `161 µm²` |
| Hold Slack | `0.484 ns` |
| Reg clk slew, reported paths | `0.04 ns` |
| Fillers | `409` |
| Switch Pwr | `0.0000797 W` |
| Worst hold path type | `reg2reg` |
| Worst-path fanout max | `1` |
| Avg WL per Cell | `5.75 µm` |
| Routing usage on met1 | `1.68%` |
| Share of cells above drive strength 1 | `17.6%` |
| Drt pass-1 iters | `3` |
| R2r startpoint | `state[0]` |
| Log Warnings | `25` |
| Switch share | `18.4%` |
| Busiest grt layer | `met1` |
| Avg Vias per Cell | `1.59` |
| Worst-case clock buffer depth | `2` |
| DRC viols | `0` |
| Share of power burned in registers | `48.4%` |
| Seq share, synth | `80.6%` |
| Crit-path slowest cell | `edfxtp_1` |
| YS chip area | `161 µm²` |
| Worst Skew | `0.00511 ns` |
| Die width | `80 µm` |
| Core area | `3420 µm²` |
| Tcrit/Tclk final | `92.1%` |
| Max Cap Viol | `0` |
| Initial antenna violation count | `0` |
| Leak Pwr | `0.0923 nW` |
| Gr ovfl total | `0` |
| Synth unique cells | `5` |
| Cells after synthesis | `10` |
| R2R setup slack | `0.31 ns` |
| RSZ-0062 raised after global routing | `no` |
| TritonCTS Buffers | `3` |
| Vias in the first global route | `123` |
| Gate power share | `3.6%` |
| # diodes | `0` |
| Final Critical Period | `1.01 ns` |
| Setup CP Type | `reg2out` |
| Power Dens Cells | `1580 nW/µm²` |
| RD Place Congestion | `0.632` |
| Largest net degree at the start of global routing | `4` |
| Relative slew slack | `90.9%` |
| Area Overhead vs Synth | `70.5%` |
| P_int | `0.000355 W` |
| Max-slew violation count | `0` |
| Detailed Route WL | `362 µm` |
| Hold_sp | `nxt[0]` |
| CTS tree | `yes` |
| Final Util | `8.06%` |
| CTS sink cnt | `5` |
| Flops after synth | `5` |
| Die Area | `6400 µm²` |
| Setup violators final | `0` |
| Number of I/O pins | `4` |
| DR iter-0 viols | `1` |
| Port bufs | `3` |
## registers in the layout (all words and copies together), names as in the netlist
| signal | flops |
|---|---|
| nxt | 2 |
| out | 1 |
| state | 2 |
## timing repair
item	in CTS	in global routing
endpoints found under the setup margin	1	1
gates resized	1	1
hold buffers	0	0
## layout by cell type (no fill, tap or decap), drive strengths merged
| cell type | n |
|---|---|
| clkbuf | 4 |
| and3b | 1 |
| clkdlybuf4s50 | 2 |
| dfxtp | 2 |
| nor2b | 3 |
| edfxtp | 3 |
| nand2 | 1 |
| clkdlybuf4s15 | 1 |
## routing by layer
metal	share of wire, %	wire, µm
met5	0	0
met4	0	0
met3	13	48
met2	30	110
met1	56	203
## synthesized netlist by cell type (all sizes together)
library cell,number,area share (%)
and3b,1,5.4
dfxtp,2,25
nand2,1,2.3
edfxtp,3,56
nor2b,3,12
## worst max-delay path by stage
| stage | start | end | slack (ns) | cells after the start |
|---|---|---|---|---|
| CTS | out | out | 0.02 | 1 |
| global route | out | out | 0.05 | 1 |
| finish | out | out | 0.09 | 1 |
## power groups by stage
| stage | sequential [W] | clock (W) | combinational, W |
|---|---|---|---|
| CTS | 0.000210 | 0.000216 | 0.0000157 |
| global route | 0.000211 | 0.000239 | 0.0000172 |
| finish | 0.000210 | 0.000208 | 0.0000157 |
## cell families (layout without fill, tap and decap cells)
logic type,Yosys count,after routing,share of synthesized area (%)
buffers and inverters,0,7,0
flip-flops,5,5,80.6
AND/OR/NAND/NOR,5,5,19.4
## through the flow
stage               setup slack [ns]  power [W]  instance area (µm²)  instances   TNS, ns
floorplan                      0.379   0.000216                  161         10         0
global placement            -0.00165   0.000228                  249         59  -0.00165
detailed placement           -0.0191   0.000229                  249         59   -0.0191
CTS                           0.0159   0.000441                  274         63         0
global route                  0.0540   0.000467                  275         63         0
finish                        0.0871   0.000434                  275         63         0
## layout make-up
cell class	instances	area share, %
flip-flops and latches	5	47.3
well taps	46	20.9
multi-input cells	5	11.4
repair buffers	3	10.9
clock buffers	4	9.55
Power figures rest on the tool's default switching activity, not on a simulated workload.
